### ./constraint.sdc
current_design register

set clk_period 17.2
set clk_io_pct 0.2

create_clock -name clk0 -period $clk_period [get_ports {clk}]

set non_clock_inputs [all_inputs -no_clocks]
set_input_delay [expr $clk_period * $clk_io_pct] -clock clk0 $non_clock_inputs
set_output_delay [expr $clk_period * $clk_io_pct] -clock clk0 [all_outputs]
### ./run.sh
#!/bin/bash
# OpenROAD 26Q1-2900-gdf79404cd8, Yosys 0.63+post, stock flow scripts
make -C /OpenROAD-flow-scripts/flow DESIGN_CONFIG=/design/flow/config.mk WORK_HOME=/design/flow/orfs finish
### ./design.v
`timescale 1ns / 1ps
module register(
  input clk,
  input RegWrite,
  input Branch,
  input Jump,
  input [31:0] pc,
  input [31:0] instru,
  input [4:0] rd,
  input [63:0] WriteData,
  output [63:0] ReadData1,
  output [63:0] ReadData2
);
  reg [63:0] RegData [31:0];  
  integer i;
  initial begin
    for (i = 0; i < 32; i = i + 1) begin
      RegData[i] = 64'b0;
    end
  end
  assign ReadData1 = RegData[instru[19:15]];
  assign ReadData2 = RegData[instru[24:20]];
  always @(negedge clk) begin
    if (Branch == 1 & Jump == 1 & instru[11:7] != 5'b0) begin
      RegData[instru[11:7]] = {32'b0, pc + 4};
    end
    if (RegWrite == 1 && rd != 5'b0) begin
      RegData[rd] = WriteData;       
    end
  end
endmodule
### ./config.mk
export PLATFORM = sky130hd
export DESIGN_NAME = register
export DESIGN_NICKNAME = register
export VERILOG_FILES = /design/flow/design.v
export SDC_FILE = /design/flow/constraint.sdc
export NUM_CORES = 4
export LEC_CHECK = 1
export CORE_UTILIZATION = 40
==> deck_impl_summary.md <==
Flow Results at a Glance

Status
  • Outcome: finished, final reports clean

Place
  • HPWL after detailed placement: between 200,000 and 300,000 µm
  • Final Wtd Congestion: about 1.0
  • PortBufs: about 250
  • Placed cell count: about 11,000
  • Placed inst area: between 100,000 and 150,000 µm²
  • Setup WS pre-CTS: 1570 ps

Clock tree
  • Clock slew at reported path FFs: around 50 ps
  • Clk root buf: clkbuf_16
  • TritonCTS clock tree: built
  • # resized after CTS: 0
  • # hold bufs at CTS: 0
  • Post-CTS setup buffers: 0
  • CTS Buf Count: about 220
  • CTS Buffer Depth: 3
  • Clk sink count: between 2,000 and 2,500
  • # H-tree levels: 4

Routing
  • DRC Markers: 0
  • First-pass iteration count of the detailed router: 10
  • DRT Wirelength: ~470,000 µm
  • Drt via density: roughly 6.4
  • DRT antenna net count: 0
  • Vias: between 80,000 and 90,000
  • Routed wire per std cell: between 30 and 40 µm
  • Iteration-0 DRC Markers: between 8,000 and 9,000

Global route
  • First-pass GRT wire length: 651,000 µm
  • Vias in the first global route: between 90,000 and 100k
  • Initial antenna violation count: 33
  • Total grt overflow: 0
  • Total GRT Usage: 0.366
  • Largest net degree at the start of global routing: about 110

Cells and area
  • Area Growth Syn to Fin: 21.2%
  • Number of flip-flops in the largest register: about 2,000
  • Share of cells above drive strength 1: 0.184
  • Final Util: 0.489
  • Post-route cell area: ~130,000 µm²
  • Post-route insts no fill: between 10,000 and 15,000

Timing
  • Final setup fails: 0
  • Hold WS: 8110 ps
  • Fin. max-slew vios: 0
  • Slew at the pin closest to its max-slew limit: roughly 1200 ps
  • Setup_tns: 0 ps
  • RSZ-0062 raised after global routing: no
  • Min setup slack post-route: 1860 ps
  • Final Hold Viols: 0
  • Worst rel slew slack: 0.184

Floorplan
  • Die area: around 280,000 µm²
  • Initial Util: 0.403
  • Die width: ~530 µm
  • Die Ht: between 500 and 600 µm
  • IO Pins: roughly 270
  • Site Rows: around 190
  • Core Box Area: roughly 270,000 µm²

Logic synthesis
  • Top cells by area: edfxtp_1 (56%), mux4_2 (19%), and3_1 (5.0%), a22oi_1 (3.3%), clkbuf_1 (2.7%)
  • Ys flops: approximately 2,000
  • Yosys stat chip area: around 110,000 µm²
  • Seq share, synth: 0.561
  • Cells in synth_stat.txt: roughly 8,000
  • EDFF count, synth: 2,048
  • Asr flop ratio synth: 0
  • Synth warnings: 1
  • Area leader share: 0.561
  • Distinct cells, synth: roughly 41
  • Post-Syn Area per Cell: about 14 µm²
  • Cells after synthesis: 7,992
  • Area leader, netlist: edfxtp_1
  • Synthesized cell area: 110,000 µm²
  • Dominant register cell: edfxtp_1

Min path
  • Min-delay worst type: primary input to primary output

Worst setup path
  • Worst path required time: approximately 14,000 ps
  • CP Class: register to primary output
  • CP max FO: 2
  • Worst setup SP type: register
  • Slowest CP cell: nor4_1
  • CP max stage delay: 1050 ps
  • Crit path cell chain: mux4_2, o22ai_1, nor4_1, buf_4, clkdlybuf4s50_1
  • Crit. End Element: primary output
  • Worst EP arrival: around 12,000 ps

Power and ir drop
  • Pwr dens: about 100 nW/µm²
  • Static leakage: 52.4 nW
  • Power Total: 13.8 mW
  • Worst VDD drop: just under 100 µV

Flow run
  • Log Warnings: ~1,100
  • Max cap viols: 0
[routing by layer]
| layer | up-vias | GRT usage | wire (µm) |
|---|---|---|---|
| li1 | 36026 | - | - |
| met1 | 41844 | 0.344 | 130000 |
| met2 | 8394 | 0.473 | 198000 |
| met3 | 1706 | 0.375 | 105000 |
| met4 | 108 | 0.216 | 30100 |
| met5 | - | 0.0930 | 3060 |
[where the power goes]
part           internal [mW]  switching, mW
Clock                   3.58           3.31
Combinational          0.449          0.782
Sequential              5.62         0.0421
[final timing paths]
| kind | startpoint | to | slack, ps | cells past startpoint |
|---|---|---|---|---|
| max | RegData[17][11] | ReadData1[11] | 1860 | 5 |
| min | instru[16] | ReadData1[33] | 8110 | 4 |
[logic make-up after synthesis]
logic type | share of synthesized area
compound gates | 0.0837
xor+xnor | 0.00224
fa+ha+maj | 0.000114
buf+inv | 0.0365
flops | 0.561
mux | 0.209
other cells | 0.0000342
simple gates | 0.108
[cells in the final DEF (no fill, tap or decap), types with 39 or more instances in the layout]
cell type and count:
inv_1 2145, edfxtp_1 2048, mux4_2 944, and3_1 875, nor2_1 547, a22oi_1 477, a21oi_1 465, nand2_1 419
buf_4 393, o22ai_1 392, clkdlybuf4s50_1 240, clkbuf_16 225, mux2i_1 161, and2_1 138, o21ai_0 97, conb_1 96
nor4_1 87, clkinvlp_2 56, nand3_1 54, diode_2 41, bufinv_16 39
[worst max-delay path: cells and delay by family (launching register included)]
kind	cells	cell delay, ps
AND-OR/OR-AND	1	100
buffers and inverters	2	700
flip-flops	1	350
multiplexers	1	250
AND/OR/NAND/NOR	1	1050
[cell type report]
type                            instances  area (µm²)
Fill cell                           22398      139000
Antenna cell                           41         103
Sequential cell                      2048       61500
Tap cell                             3570        4470
Inverter                               31         116
Multi-Input combinational cell       5015       45400
Clock inverter                       2233        9630
Clock buffer                          225        5630
Timing Repair Buffer                  670        6050
[synth_stat cells, types with 17 or more instances]
master and count:
a21oi_1 465, a22oi_1 477, and2_1 139, and3_1 875, buf_1 91, buf_2 122, clkbuf_1 779, edfxtp_1 2048
inv_1 32, mux2i_1 161, mux4_2 944, nand2_1 460, nand2b_1 21, nand3_1 56, nand4_1 33, nor2_1 564
nor2b_1 22, nor3_1 17, nor4_1 93, o21ai_0 127, o22ai_1 392, xnor2_1 22
Power figures rest on the tool's default switching activity, not on a simulated workload.
