==> design/flow/run.sh <==
#!/bin/bash
# OpenROAD 26Q1-2900-gdf79404cd8, Yosys 0.63+post, stock flow scripts
make -C /OpenROAD-flow-scripts/flow DESIGN_CONFIG=/design/flow/config.mk WORK_HOME=/design/flow/orfs finish
==> design/flow/config.mk <==
export PLATFORM = sky130hd
export DESIGN_NAME = next_pc
export DESIGN_NICKNAME = next_pc
export VERILOG_FILES = /design/flow/design.v
export SDC_FILE = /design/flow/constraint.sdc
export NUM_CORES = 4
export LEC_CHECK = 1
export CORE_UTILIZATION = 50
==> design/flow/constraint.sdc <==
current_design next_pc

set clk_period 8.5
set clk_io_pct 0.2

create_clock -name clk0 -period $clk_period [get_ports {clock}]

set non_clock_inputs [all_inputs -no_clocks]
set_input_delay [expr $clk_period * $clk_io_pct] -clock clk0 $non_clock_inputs
set_output_delay [expr $clk_period * $clk_io_pct] -clock clk0 [all_outputs]
==> design/flow/design.v <==
`timescale 1ns / 1ps
module next_pc(
  input clock,
  input Jump,
  input Branch,
  input Zero,
  input PCWrite,
  input [31:0] old,
  input [63:0] alu_result,
  input [63:0] immediate,
  output reg [31:0] next
);
  reg [31:0] new;
  reg [63:0] origin;
  reg [63:0] jump;
  initial begin
    next = 32'b0;
    origin = 64'b0;
  end
  always @(old) begin
    new = old + 4;
    origin = {32'b0, old[31:0]};
  end
  always @(immediate, origin) begin
  if(Branch & ~Jump)begin
    jump = origin + (immediate)-64'hc;
    end else if(Branch & Jump) begin
    jump = origin + (immediate-64'hc);
    end
  end
  always @(posedge clock) begin
    if (PCWrite == 1) begin
      if (Branch == 1 & (Zero == 1 | Jump == 1)) begin
        next = jump[31:0];
      end else begin
        next = new;
      end
      if (Jump == 1 & Branch == 0) begin
        next = alu_result[31:0];
      end
    end else begin
      next = next;
    end
  end
endmodule
==> results.sh <==
# physical design summary
export IMPL_chipWidth_um=103
export IMPL_max_vdd_ir_drop_uv=72.0
export IMPL_dpl_hpwl_um=12000
export IMPL_log_warning_count=90
export IMPL_comb_area_um2=3110
export IMPL_hold_path_class="input port to flip-flop"
export IMPL_unclocked_pins=32
export IMPL_cts_tree="yes"
export IMPL_critPathLaunchType="input port"
export IMPL_rsz0062_at_grt="false"
export IMPL_holdBufCountCts=0
export IMPL_areaGrowthSynthToFinish_pct=30.6
export IMPL_fillers=825
export IMPL_yosysChipArea_um2=5100
export IMPL_finalHoldWorstSlack_ns=2.09
export IMPL_syn_inst=674
export IMPL_syn_avg_cell_area_um2=7.56
export IMPL_tightestPinTransition_ns=0.800
export IMPL_cpMostUsedCell="buf_4"
export IMPL_path_class="input port to flip-flop"
export IMPL_post_drt_wl_per_cell_um=15.1
export IMPL_root_buffer="clkbuf_8"
export IMPL_diodes=0
export IMPL_io_pins=197
export IMPL_grt_pass1_vias=4519
export IMPL_grt_pass1_wl_um=22300
export IMPL_cp_top_family="buffers and inverters"
export IMPL_finalSetupViolations=0
export IMPL_period_used=0.433
export IMPL_worstPathRequired_ns=8.48
export IMPL_postRouteAntennaNets=0
export IMPL_clockBufferDepth=2
export IMPL_fin_crit_ns=3.68
export IMPL_totalWireLength_um=14000
export IMPL_cp_max_fo=34
export IMPL_mostFrequentLayoutCell="clkdlybuf4s50_1"
export IMPL_htree_levels=2
export IMPL_overflow=0
export IMPL_clk_pin_slew_ns=0.06
export IMPL_yosysWarnings=1
export IMPL_maxCapViolCount=0
export IMPL_viasPerCell=5.33
export IMPL_place_gp_congestion=0.927
export IMPL_grt_total_usage=0.279
export IMPL_status="finished, final reports clean"
export IMPL_fin_tns_setup_ns=0
export IMPL_grt_antenna_before_repair=0
export IMPL_dieArea_um2=10600
export IMPL_rows=36
export IMPL_drive_above_1_share=0.0251
export IMPL_ff_type="edfxtp_1"
export IMPL_p_leak_nw=3.01
export IMPL_syn_area_um2=5100
export IMPL_drv_slew=0
export IMPL_slew_headroom=0.465
export IMPL_powerDensity_nw_per_um2=118
export IMPL_ys_ff=64
export IMPL_port_buffer_count=132
export IMPL_layout_top_cells="clkdlybuf4s50_1, inv_1, nand2_1, ha_1, nor2_1"
export IMPL_yosys_stat_cells=674
export IMPL_ctsResizeCount=0
export IMPL_path_cells="clkdlybuf4s50_1 -> inv_1 -> buf_4 -> nor2_2 -> buf_4 -> nor2_1 -> a21oi_1"
export IMPL_synth_distinct_cells=50
export IMPL_untimed_endpoints=32
export IMPL_cp_end_kind="flip-flop"
export IMPL_crit_buf_inv=4
export IMPL_arrival_ns=3.66
export IMPL_numCtsBuffers=5
export IMPL_max_freq_ghz=0.272
export IMPL_initCoreUtil=0.519
export IMPL_async_reset_ff_frac=0
export IMPL_drcViolationCount=0
export IMPL_cp_slowest_cell="nor2_1"
export IMPL_die_height_um=103
export IMPL_via_count=4958
export IMPL_post_cts_setup_buffer_count=0
export IMPL_first_pass_iters=4
export IMPL_crit_path_max_incr_delay_ns=0.64
export IMPL_drt_iter0_markers=239
export IMPL_hold_viol=0
export IMPL_grt_max_degree=35
export IMPL_ff_latch_area_um2=1440
export IMPL_core_area_um2=9820
export IMPL_edf_count=32
==> area by class of cell <==
| type | instances | share of cell area |
|---|---|---|
| clock inverters | 2 | 0.00526 |
| clock buffers | 6 | 0.0109 |
| inverters | 126 | 0.0711 |
| flip-flops and latches | 64 | 0.217 |
| well taps | 133 | 0.0250 |
| repair buffers | 137 | 0.204 |
| multi-input cells | 463 | 0.467 |
==> tightest hold or removal path, stage by stage <==
cell	delay, ns
clkdlybuf4s50_1	0.46
nand2_1	0.04
o21ai_0	0.05
==> path summary, 6_finish.rpt <==
check | from | end | slack [ns] | cells after the start
setup / recovery | Branch | next[28] | 4.82 | 7
hold / removal | alu_result[16] | next[16] | 2.09 | 3
==> per-layer routing <==
metal,wire length [um],up-vias,GRT usage
li1,-,2517,-
met1,6800,2225,0.445
met2,5970,209,0.417
met3,1160,7,0.0427
met4,121,0,0.0358
met5,0,-,0.0144
==> cells in the mapped netlist (4+ instances only) <==
library cell  count  share of area
edfxtp_1         32           0.19
nand2_1          64          0.047
xor2_1            8          0.014
nor3_1           11          0.011
xnor2_1          46          0.079
nand3_1          29          0.028
and3_1            7         0.0086
o21ai_0          49          0.048
o22ai_1           5         0.0061
ha_1             62           0.15
nor2_1           56          0.041
dlxtn_1          32          0.094
nand4_1          10          0.012
a21oi_1          46          0.045
clkbuf_1         21          0.015
nor2b_1           4         0.0049
inv_1           126          0.093
a21o_1            6         0.0088
mux2i_1           5         0.0098
nor4_1            6         0.0074
==> per-stage QoR <==
step | total power, W | cells | cell area [um2] | setup WS, ns | util
global placement | 0.000640 | 923 | 6550 | 4.61 | 0.667
finish | 0.000788 | 931 | 6660 | 4.82 | 0.678
global route | 0.000847 | 931 | 6660 | 4.72 | 0.678
floorplan | 0.000489 | 674 | 5100 | 5.39 | -
CTS | 0.000787 | 931 | 6660 | 4.86 | 0.678
detailed placement | 0.000649 | 923 | 6550 | 4.55 | 0.667
==> sequential cells by signal, summed over array words and instances, names as in the netlist <==
signal and flops:
jump 32, next 32
==> report_power, final <==
part | internal (W) | total (W) | switching (W) | leakage, nW
sequential | 0.000235 | 0.000248 | 0.0000128 | 0.575
combinational | 0.000188 | 0.000402 | 0.000214 | 2.38
clock | 0.0000868 | 0.000137 | 0.0000504 | 0.0552
total | 0.000510 | 0.000788 | 0.000277 | 3.01
==> cell families after synthesis <==
family | Yosys count | share of synthesized area
simple gates | 195 | 0.173
flops | 32 | 0.189
latches | 32 | 0.0943
buf+inv | 147 | 0.108
mux | 6 | 0.0120
xor+xnor | 54 | 0.0928
fa+ha+maj | 63 | 0.156
compound gates | 145 | 0.175
Power figures rest on the tool's default switching activity, not on a simulated workload.
