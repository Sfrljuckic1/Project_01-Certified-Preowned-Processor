[flow/design.v]
`timescale 1ns / 1ps
module data_memory(
  input clk,
  input MemWrite,
  input MemRead,
  input [63:0] ALUresult,
  input [63:0] writeData,
  output reg [63:0] readData
);
  parameter NONE = 64'b0;
  parameter SIZE = 128;
  reg [63:0] mem [SIZE - 1:0];
  integer i;
  initial begin
    for (i = 0; i < SIZE; i = i + 1) begin
      mem[i] = NONE;
    end
  end
  always @(*) begin
    if (MemRead == 1) begin
      readData = mem[ALUresult];
    end
  end
  always @(negedge clk) begin
    if (MemWrite == 1) begin
      mem[ALUresult] = writeData;
    end
  end
endmodule
[flow/run.sh]
#!/bin/bash
# OpenROAD 26Q1-2900-gdf79404cd8, Yosys 0.63+post, stock flow scripts
make -C /OpenROAD-flow-scripts/flow DESIGN_CONFIG=/design/flow/config.mk WORK_HOME=/design/flow/orfs finish
[flow/config.mk]
export PLATFORM = sky130hd
export DESIGN_NAME = data_memory
export DESIGN_NICKNAME = data_memory
export VERILOG_FILES = /design/flow/design.v
export SDC_FILE = /design/flow/constraint.sdc
export NUM_CORES = 4
export LEC_CHECK = 1
export CORE_UTILIZATION = 50
export SYNTH_MEMORY_MAX_BITS = 65536
[flow/constraint.sdc]
current_design data_memory

set clk_period 109.8
set clk_io_pct 0.2

create_clock -name clk0 -period $clk_period [get_ports {clk}]

set non_clock_inputs [all_inputs -no_clocks]
set_input_delay [expr $clk_period * $clk_io_pct] -clock clk0 $non_clock_inputs
set_output_delay [expr $clk_period * $clk_io_pct] -clock clk0 [all_outputs]
==> job_summary.md <==
## Implementation flow summary

| Metric | Value |
|---|---|
| Status | finished, final reports clean |
| Worst Setup Path Type | input pin to flip-flop |
| Register pins left without a clock | 64 |
| Endpoints left unconstrained | 128 |
| Crit path DRT | 55610 ps |
| Global-route wire length before repair | around 1500 mm |
| Syn_area_per_cell | 17.6 um2 |
| Worst path arrival time | approximately 27000 ps |
| Sw Share | 0.286 |
| Final Hold Viols | 0 |
| Rel. slew slack | 0.0580 |
| Synthesized netlist cell count | 17900 |
| Internal Power | 0.00564 W |
| Postcts setup bufs | 0 |
| CTS clock-pin slew for the worst setup and hold paths | 30 ps |
| DIE HEIGHT | 796 um |
| H-tree depth | 6 |
| CTS-repair resized insts | 0 |
| CTS Buf Count | 856 |
| Post-synth top flop | edfxtp_1 |
| Max VDD drop | 0.0211 mV |
| Synth warn | 1 |
| Post-synth EDFFs | ~8000 |
| Yosys Chip Area | 0.315 mm2 |
| Hold path startpoint | writeData[23] |
| Global placement routability congestion | 0.995 |
| Pre-Repair DR Iteration Count | 9 |
| 1st-iter DRT viols | 17000 |
| Worst Hold Path Cells | 1 |
| Leakage | between 150 and 200 nW |
| Initial antenna violation count | 84 |
| FF+latch count, synth | roughly 8300 |
| Total global routing overflow | 0 |
| Die boundary width | between 700 and 800 um |
| Hold buffers post-CTS | 0 |
| Hold_ws | 76090 ps |
| Cell mode on critical path | buf_4 |
| Chip area | 0.633 mm2 |
| Overall Global Routing Usage | 0.380 |
| Io pins | 195 |
| Number of global-route vias before repair | 231000 |
| HP Class | input pin to flip-flop |
| CTS root buf | clkbuf_16 |
| Wire per inst | 30.3 um |
| FP Rows | between 200 and 300 |
| Floorplan core density | 0.502 |
| Slew Limit Fails | 0 |
| Largest net degree at the start of global routing | between 100 and 150 |
| Max Fanout on Critical Path | 39 |
| Post-DP HPWL | about 640 mm |
| Synth Cell Area | 0.315 mm2 |
| ANT nets after route | 0 |
| DRC | 0 |
| Comb power frac | 0.050 |
| Crit end category | flip-flop |
| Worst slew pin tran | 1390 ps |
| Clock group share of total power | 0.508 |
| DR vias | 210000 |
| Sequential fraction of design power | 0.442 |
| CP max stage cell | nor3_2 |
| CTS max path bufs | 4 |
| Ys async rst share | 0 |
| Area grow syn2layout | 23.0% |
| Finish-stage setup viols | 0 |
| Via density | just under 6 |
| Synth cell types | 78 |
| Number of port buffers | 137 |
| WL final | 1080 mm |
| CTS tree | yes |
| Max Cap Viol | 0 |
| CP Cell Sequence | buf_4 -> buf_4 -> nor2b_4 -> buf_4 -> nand3_1 -> nor3_2 -> buf_4 -> buf_4 |
| Startpoint Class | input pin |
| Switching power | 0.00226 W |
| RSZ-0062 raised after global routing | no |
| OpenROAD warnings | 1097 |
| Worst setup path start | ALUresult[6] |
| PwrDens | roughly 20 mW/mm2 |
| # Cells Yosys | 17900 |
| Core Box Area | 0.628 mm2 |
| Highest cell delay on the worst timing path | 1100 ps |
| Layout cell share with drive strength beyond 1 | 0.114 |
| Setup_tns | 0 ps |
flip-flops by register name (all words and copies together), names as in the netlist:
| name | cells |
|---|---|
| mem | 8192 |
| readData | 64 |
power groups by stage:
stage     registers (W)  clock network (W)  logic (W)
4_1_cts         0.00349            0.00411   0.000389
5_1_grt         0.00348            0.00448   0.000415
6_report        0.00349            0.00401   0.000398
critical path, delay by kind of cell:
kind | cells | cell delay, ps
buf+inv | 5 | 2430
simple gates | 3 | 2580
Yosys cell counts, drive strengths merged (323+ instances only):
| master | number | share of area |
|---|---|---|
| edfxtp | 8192 | 0.78 |
| a221oi | 1448 | 0.040 |
| a22oi | 931 | 0.022 |
| a21oi | 832 | 0.013 |
| clkbuf | 762 | 0.0091 |
| o21ai | 719 | 0.011 |
| buf | 690 | 0.012 |
| mux2i | 575 | 0.018 |
| mux2 | 507 | 0.018 |
| nand2 | 453 | 0.0054 |
| nor2 | 389 | 0.0047 |
| o22ai | 323 | 0.0064 |
path summary, 6_finish.rpt:
| kind | endpoint | slack [ps] |
|---|---|---|
| max | mem[82][46] | 28520 |
| min | mem[95][23] | 76090 |
layer usage:
metal  wire length (um)  vias up  GRT usage
met5               6410        -     0.0906
met4              56900      161      0.197
met3             209000     2437      0.346
met2             476000    14200      0.487
met1             330000   101000      0.428
li1                   -    92200          -
logic make-up after synthesis:
family	count (synthesis)	synth area share
simple gates	1470	0.0231
mux	1181	0.0436
latches	64	0.00305
compound gates	5524	0.129
buf+inv	1458	0.0207
flops	8192	0.781
layout by cell type, fill, tap and decap left out, types with 41 or more instances in the layout:
master,count
a211oi_1,206
a21oi_1,832
a221o_1,181
a221oi_1,1445
a222oi_1,55
a22oi_1,931
a31oi_1,41
buf_4,933
bufinv_16,100
clkbuf_16,859
clkdlybuf4s50_1,65
clkinvlp_2,245
dlxtp_1,64
edfxtp_1,8192
inv_1,8457
mux2_2,500
mux2i_1,575
mux4_2,99
nand2_1,448
nand2b_1,50
nand3b_1,94
nor2_1,250
nor2_4,135
nor2b_1,272
o211ai_1,122
o21ai_0,706
o221ai_1,99
o22ai_1,323
o2bb2ai_1,123
o31ai_1,45
layout make-up:
| cell class | count | area [um2] |
|---|---|---|
| Multi-Input combinational cell | 8175 | 62900 |
| Sequential cell | 8256 | 247000 |
| Fill cell | 44300 | 240000 |
| Antenna cell | 39 | 97.6 |
| Inverter | 5 | 51.3 |
| Timing Repair Buffer | 1013 | 7950 |
| Clock buffer | 859 | 21500 |
| Tap cell | 8350 | 10400 |
| Clock inverter | 8883 | 37400 |
through the flow:
stage / cells / utilization / setup slack (ps) / cell area, um2 / power, W
6_report: 35600 / 0.617 / 28520 / 387000 / 0.00790
5_1_grt: 35600 / 0.617 / 28620 / 387000 / 0.00838
4_1_cts: 35500 / 0.617 / 28940 / 387000 / 0.00799
3_5_place_dp: 25800 / 0.523 / 27800 / 328000 / 0.00436
3_3_place_gp: 25800 / 0.523 / 27820 / 328000 / 0.00435
2_1_floorplan: 17900 / - / 26440 / 315000 / 0.00414
Power and IR drop assume default switching activity.
